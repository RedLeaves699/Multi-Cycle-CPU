File: design/flow/run.sh
#!/bin/bash
# OpenROAD 26Q1-2900-gdf79404cd8, Yosys 0.63+post, stock flow scripts
make -C /OpenROAD-flow-scripts/flow DESIGN_CONFIG=/design/flow/config.mk WORK_HOME=/design/flow/orfs finish
File: design/flow/config.mk
export PLATFORM = sky130hd
export DESIGN_NAME = PCReg
export DESIGN_NICKNAME = PCReg
export VERILOG_FILES = /design/flow/design.v
export SDC_FILE = /design/flow/constraint.sdc
export NUM_CORES = 4
export LEC_CHECK = 1
export CORE_AREA = 10 10 104 104
export DIE_AREA = 0 0 114 114
File: design/flow/constraint.sdc
current_design PCReg

set clk_period 9.0
set clk_io_pct 0.2

create_clock -name clk0 -period $clk_period

set non_clock_inputs [all_inputs -no_clocks]
set_input_delay [expr $clk_period * $clk_io_pct] -clock clk0 $non_clock_inputs
set_output_delay [expr $clk_period * $clk_io_pct] -clock clk0 [all_outputs]
File: design/flow/design.v
`timescale 1ns / 1ps
module PCReg (op, pc, imm, out);
    input [6 : 0] op;
    input [31 : 0] pc, imm;
    output [31 : 0] out;
    reg [31 : 0] out;
always @(*) begin
    if ((op == 7'b0010111) || (op == 7'b0110111)) begin
        out = pc + (imm << 12);
    end
    else begin
        out = pc + 4;
    end
end
endmodule
==> Slide: Implementation Results <==
Key Metrics from the Run

Flow run
  • Tool warnings: 45
  • Max-cap violation count: 0

Power and ir drop
  • Lkg Pwr: 0.00106 uW
  • Pwr Density: 47.4 nW/um^2
  • Max IR drop VDD: 0.0000178 V
  • Total power: 131 uW

Final timing
  • Fmax: 149 MHz
  • Worst Setup Slack, final: 2.28 ns
  • Max-slew violations: 0
  • Final setup TNS: 0 ns
  • Final Critical Period: 6.72 ns
  • Slew of the pin with the lowest slew margin: 0.768 ns
  • Relative slew slack: 0.488
  • Hold Violations, Final: 0
  • Post-layout period usage: 0.747
  • # setup viols final: 0
  • RSZ-0062 raised after global routing: false

Routing
  • DR iter-0 viols: 78
  • Via Count: 2142
  • Number of vias per cell: 4.74
  • DR WL/cell: 14.2 microns
  • First drt pass iteration count: 4
  • DR DRC count: 0
  • Antenna viol nets, final: 0
  • Routed WL: 6.42 mm
  • Antenna Cells: 0

Worst hold path
  • Hold WC Path Type: in -> out
  • Min-delay src: pc[0]

Cells and area
  • Area Growth Syn to Fin: 52.8%
  • # fillers: 938
  • # clk buffers: 0
  • Sequential Area: 0 sq um
  • Flop count: 0
  • Layout cells sized above 1: 0.0378
  • Gate Area: 1730 sq um

Worst setup path
  • Crit path launch type: input port
  • CP endpoint kind: output pin
  • CP required: 7.20 ns
  • CP startpoint: pc[12]
  • Worst path arrival time: 4.92 ns
  • Worst setup path category: in -> out
  • CP Max Fanout: 5

GRT
  • GRT overflow: 0
  • Vias in the first global route: 2157
  • Largest net degree at the start of global routing: 32
  • GRT Resource Usage Total: 0.0947
  • Initial antenna violation count: 0
  • First-pass GRT wire length: 10.5 mm

Placement
  • PortBufs: 86
  • Placer congestion estimate: 0.881
  • Place WS: 2.26 ns
  • Post-DP HPWL: 5.52 mm

Floorplanning
  • Rows: 34
  • Core Footprint: 8680 sq um
  • Init Core Util: 0.208
  • Die Ht: 114 microns
  • Die area: 13000 sq um
  • Die X: 114 microns
  • I/O pin count: 103

Synthesis
  • Area share, top type: 0.139
  • Syn_area_per_cell: 6.79 sq um
  • Syn Inst Count: 266
  • Count leader, synth: nand2_1
  • # Cells Yosys: 266
  • Cell area after synthesis: 1810 sq um
  • Largest area contributor in the netlist: ha_1
  • Synth Seq Share: 0
  • Synth warn: 1
  • Commonest cells in the netlist: nand2_1 (39), xnor2_1 (25), o21ai_0 (22), a21oi_1 (20), ha_1 (20)
  • Unique masters post-synth: 50
  • Synth top area cells: ha_1 (14%), xnor2_1 (12%), xor2_1 (8.7%), nand2_1 (8.1%), o21ai_0 (6.1%)
  • Yosys stat chip area: 1810 sq um

CTS
  • Post_cts resized: 0
  • Post-CTS setup buffers: 0
  • Cts hold-fix bufs: 0

Status
  • Status: finished, final reports clean
## power breakdown
group | leakage [uW] | internal (uW) | total [uW] | switching, uW
Combinational | 0.00106 | 72.1 | 131 | 58.8
Sequential | 0 | 0 | 0 | 0
Clock | 0 | 0 | 0 | 0
## per-layer routing
layer  GRT usage  share of wire
met1       0.140           0.49
met2       0.146           0.43
met3      0.0197          0.081
met4    0.000835              0
met5           0              0
## kinds of logic after synthesis
| family | synth area share |
|---|---|
| AND-OR/OR-AND | 0.260 |
| adder cells (fa/ha/maj) | 0.150 |
| XOR/XNOR | 0.208 |
| buffers and inverters | 0.0436 |
| multiplexers | 0.00554 |
| AND/OR/NAND/NOR | 0.333 |
## worst paths after layout
path	depth (start not counted)	slack [ns]	endpoint
worst max-delay path	12	2.28	out[28]
worst min-delay path	0	3.60	out[0]
## cell usage in the layout, fill, tap and decap left out, types with 7 or more instances in the layout
master / n
xnor2_1: 25
o21ai_0: 22
and3_1: 10
a21oi_1: 20
clkdlybuf4s50_1: 86
xor2_1: 18
nand3_1: 17
nand4_1: 7
nor2_1: 15
inv_1: 8
ha_1: 20
nand2_1: 39
## critical path: stages
cell             delay [ns]
clkdlybuf4s50_1        0.51
ha_1                   0.27
inv_1                  0.07
fa_1                   0.20
nor2b_1                0.07
o211ai_1               0.23
a21oi_1                0.12
nor4_2                 0.60
o31ai_1                0.18
xnor2_1                0.16
a21oi_1                0.19
clkdlybuf4s50_1        0.50
## area by class of cell
type	count	area share
Timing Repair Buffer	87	0.314
Multi-Input combinational cell	249	0.626
Inverter	8	0.0109
Tap cell	108	0.0489
## per-stage QoR
| stage | utilization | hold WS, ns | cells | area [sq um] |
|---|---|---|---|---|
| 2_1_floorplan | - | 3.63 | 266 | 1810 |
| 3_3_place_gp | 0.318 | 3.60 | 452 | 2760 |
| 3_5_place_dp | 0.318 | 3.60 | 452 | 2760 |
| 4_1_cts | 0.318 | 3.60 | 452 | 2760 |
| 5_1_grt | 0.318 | 3.60 | 452 | 2760 |
| 6_report | 0.318 | 3.60 | 452 | 2760 |
Power and IR drop assume default switching activity.
