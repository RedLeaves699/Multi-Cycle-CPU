`design/flow/design.v`:
```
`timescale 1ns / 1ps
`timescale 1ns / 1ps
module RF(rs1, rs2, zero, a, b, neg, uneg,
    ctl, rd, Ans
);
output [31 : 0] a, b;reg [31 : 0] a, b;
output zero, neg, uneg;
input [4 : 0] rd, rs1, rs2;
input [31 : 0] Ans;
input [1 : 0] ctl;
reg [31 : 0] x[0 : 31];
assign zero = ((Ans == 0) ? 1'b1 : 1'b0);
assign neg = Ans[31 : 31];
assign uneg = a[31 : 31];
initial begin
    x[0] = 0;
    x[1] = 0;
    x[2] = 0;
    x[3] = 0;
end
always @(*) begin
    if (ctl[1 : 1]) begin
        case(ctl[0 : 0])
            1'b0 : begin
                a = x[rs1];
                b = x[rs2];
            end
            1'b1 : begin
                x[rd] = Ans;
            end
        endcase
    end
end
endmodule
```
`design/flow/run.sh`:
```
#!/bin/bash
# OpenROAD 26Q1-2900-gdf79404cd8, Yosys 0.63+post, stock flow scripts
make -C /OpenROAD-flow-scripts/flow DESIGN_CONFIG=/design/flow/config.mk WORK_HOME=/design/flow/orfs finish
```
`design/flow/config.mk`:
```
export PLATFORM = sky130hd
export DESIGN_NAME = RF
export DESIGN_NICKNAME = RF
export VERILOG_FILES = /design/flow/design.v
export SDC_FILE = /design/flow/constraint.sdc
export NUM_CORES = 4
export LEC_CHECK = 1
export CORE_UTILIZATION = 40
```
`design/flow/constraint.sdc`:
```
current_design RF

set clk_period 1.5
set clk_io_pct 0.2

create_clock -name clk0 -period $clk_period

set non_clock_inputs [all_inputs -no_clocks]
set_input_delay [expr $clk_period * $clk_io_pct] -clock clk0 $non_clock_inputs
set_output_delay [expr $clk_period * $clk_io_pct] -clock clk0 [all_outputs]
```
==> deck_impl_summary.md <==
Flow Results at a Glance

Worst setup path
  • Req. time, crit path: 1200 ps
  • Critical path arrival: approximately 1500 ps
  • Crit path launch type: input port
  • Setup crit end kind: primary output
  • Maximum fanout along the worst path: 2
  • Slowest cell on crit path: nor4_4
  • CP max stage delay: 340 ps
  • Cell Chain, Critical Path: buf_6, buf_8, nor4_4, buf_4, nand4_1, nor2_4, buf_2
  • Critical path type: input port to primary output

Synthesis
  • Area leader, netlist: dlxtn_1
  • Syn_area_per_cell: 9.22 um2
  • Cell count in the Yosys report: about 3200
  • Flip-flops with a built-in enable: 0
  • MUX area fraction: 2.19%
  • Cell area leaders: dlxtn_1 54%, a22oi_1 18%, nand2_1 3.1%
  • Mapped Area: 29900 um2
  • Top cell area share: around 54%
  • Flops out of synthesis: roughly 1100
  • Unique cell types: between 60 and 70
  • Adder-Cell Fraction of Synth Area: 0%
  • Post-Synth AOI/OAI Area: ~27%
  • Synth Area in Simple Gates: about 13%
  • YS warnings: 2
  • Xor/xnor share: 0%
  • Cells after synthesis: around 3200
  • Main logic family after synthesis: AND-OR/OR-AND gates
  • Most used flip-flop cell: dlxtn_1
  • Yosys stat area: 29900 um2
  • Asr flop ratio synth: 0%

Timing
  • Final hold violations: 0
  • Setup TNS: -336 ps
  • Final Setup Violations: 1
  • RSZ-0062 raised after global routing: true
  • Max_slew headroom: between 20% and 30%
  • Endpoints left unconstrained: roughly 1200
  • Register pins left without a clock: about 1100
  • Fin crit period: 1840 ps
  • Fin worst setup slack: -336 ps
  • Final Max Slew Viols: 0
  • Slew of the pin with the lowest slew margin: 1070 ps
  • Max Fclk: 545 MHz
  • Cycle use final: 122%

Floorplanning
  • Die Ht: between 200 and 300 um
  • Number of top-level pins: between 100 and 150
  • Die width: between 200 and 300 um
  • Core area: roughly 73000 um2
  • Die area: 75900 um2
  • Floorplan Utilization: roughly two fifths
  • FP Rows: around 99

Pwr
  • Int Power: 3820 uW
  • Overall power: between 7000 and 8000 uW
  • Peak supply drop: roughly 0.00015 V
  • Pwr dens: 238 nW/um2
  • NetSw: between 4000 and 5000 uW
  • Pleak: between 0.01 and 0.015 uW
  • Net Sw Frac: between 50% and 60%

Layout
  • Layout cell share with drive strength beyond 1: between 10% and 20%
  • Sequential cell area: approximately 16000 um2
  • Final core utilization: about 46%
  • Comb. cell area: roughly 13000 um2
  • Final cell count without fillers: roughly 4300
  • Layout filler cell count: 7131
  • Syn-to-layout area delta: 11.8%

Global route
  • Via count of the first global-routing pass: between 30000 and 40000
  • Largest net degree at the start of global routing: ~51
  • First-pass GRT wire length: roughly 280000 um
  • Overflow after GRT: 0
  • Initial antenna violation count: 30
  • Gr usage total: a little under three fifths

Outcome
  • Run status: finished, violations left
  • Failing checks: setup timing

Hold path
  • Worst hold path type: input port to primary output

Route
  • Post-route DRC violation count: 0
  • Number of DRC violations after detailed-routing iteration 0: 4759
  • Wirelength, routed: between 200000 and 250000 um
  • Vias: 34100
  • Routed vias/inst: approximately 8
  • Post-DRT Antenna Nets: 0
  • Routed length per instance: between 40 and 50 um
  • DR pass1 iterations: 11

Placed design
  • DPL Wire Length: 126000 um
  • Post-placement cell count: around 4300
  • Port buffer count: roughly 120
  • Global placement routability congestion: ~1.1

Flow run
  • Tool warning count: 34
  • Max cap viols: 0

Clock tree
  • # hold bufs at CTS: 0
-- cell usage after synthesis, types with 5 or more instances --
cell          n
a2111oi_0    12
a211oi_1      6
a21oi_1      87
a221o_1       5
a221oi_1     30
a222oi_1     30
a22o_1       41
a22oi_1     730
a31oi_1      17
a32o_1        6
a32oi_1      26
and2_1        5
and3_1       14
and4_1        8
buf_1        17
buf_2        76
buf_4        11
clkbuf_1    125
dlxtn_1    1088
inv_1         6
mux2_2       18
mux2i_1      43
nand2_1     248
nand2b_1     14
nand3_1      56
nand3b_1      8
nand4_1      91
nor2_1      159
nor2_2        8
nor2b_1      21
nor3_1       64
nor3b_1       5
nor4_1       37
o21ai_0      28
o22a_1        6
o22ai_1      10
o32a_1       11
o32ai_1       5
or2_2         7
or3_1         7
or4_1         6
-- flip-flops by register name, summed over array words and instances (netlist names) --
signal and count:
a 32, x 1024, b 32
-- layer usage --
| metal | global-route usage, % | wire length [um] | vias up |
|---|---|---|---|
| met3 | 41.6 | 40500 | 1392 |
| met4 | 39.9 | 20300 | 31 |
| met5 | 4.26 | 512 | - |
| met1 | 68.2 | 70400 | 16000 |
| met2 | 72.0 | 79200 | 3996 |
| li1 | - | - | 12600 |
-- stage by stage --
step	setup slack (ps)	cell area, um2	hold slack [ps]
2_1_floorplan	476	29900	666
3_3_place_gp	-1720	33200	1740
3_5_place_dp	-1660	33200	1730
4_1_cts	-249	33300	1160
5_1_grt	-348	33300	1190
6_report	-336	33400	1180
-- worst paths after layout --
check	from	endpoint	slack [ps]	cells after the start
max	Ans[17]	zero	-340	7
min	Ans[22]	zero	1180	6
-- critical path: cells and delay by family --
kind	cells	cell delay (ps)
simple gates	3	700
buf+inv	4	550
-- logic make-up (layout without fill, tap and decap cells) --
kind of cell | Yosys count | after routing
other cells | 0 | 35
mux | 62 | 62
latches | 1088 | 1088
simple gates | 772 | 772
compound gates | 1081 | 1081
buf+inv | 241 | 325
-- what timing repair did --
item	4_1_cts	5_1_grt
gates cloned	1	0
endpoints found under the setup margin	2	2
setup buffers	5	0
pin swaps	11	0
gates resized	127	2
-- placed cells by master, fill, tap and decap left out, drive strengths merged, types with 21 or more instances in the layout --
cell / n
nand3: 56
a22o: 41
nor4: 37
diode: 35
a21oi: 87
clkdlybuf4s50: 78
a22oi: 731
nor2: 168
mux2i: 43
nor3: 65
nor2b: 21
buf: 224
dlxtn: 1088
o21ai: 28
nand4: 91
nand2: 249
a32oi: 26
a222oi: 30
a221oi: 30
-- layout make-up --
cell class,count,share of cell area [%]
sequential,1088,48.9
antenna,35,0.262
tap,959,3.59
inverter,6,0.0674
timing repair buffer,319,7.96
multi-input combinational,1915,39.2
Power and IR drop assume default switching activity.
